### ./design.v
`timescale 1ns/1ps
module IF_EX (
    input CLK,
    input RESET,
    input [31:0] IF_PC,
    input [4:0]  IF_ADD,
    input [31:0] IF_D1,
    input [31:0] IF_D2,
    input [31:0] IF_SIGN,
    input        IF_OP1,
    input        IF_OP2,
    input [4:0]  IF_ALU,
    input [2:0]  IF_BS,
    input [1:0]  IF_MW,
    input [1:0]  IF_MR,
    input [1:0]  IF_W_REG,
    input        IF_REG_EN,
    output reg [31:0] EX_PC,
    output reg [4:0]  EX_ADD,
    output reg [31:0] EX_D1,
    output reg [31:0] EX_D2,
    output reg [31:0] EX_SIGN,
    output reg        EX_OP1,
    output reg        EX_OP2,
    output reg [4:0]  EX_ALU,
    output reg [2:0]  EX_BS,
    output reg [1:0]  EX_MW,
    output reg [1:0]  EX_MR,
    output reg [1:0]  EX_W_REG,
    output reg        EX_REG_EN
);
    always @(posedge CLK or posedge RESET) begin
        if (RESET) begin
            EX_PC      <= 32'd0;
            EX_ADD     <= 5'd0;
            EX_D1      <= 32'd0;
            EX_D2      <= 32'd0;
            EX_SIGN    <= 32'd0;
            EX_OP1     <= 1'b0;
            EX_OP2     <= 1'b0;
            EX_ALU     <= 5'd0;
            EX_BS      <= 3'd0;
            EX_MW      <= 2'd0;
            EX_MR      <= 2'd0;
            EX_W_REG   <= 2'd0;
            EX_REG_EN  <= 1'b0;
        end else begin
            EX_PC      <= IF_PC;
            EX_ADD     <= IF_ADD;
            EX_D1      <= IF_D1;
            EX_D2      <= IF_D2;
            EX_SIGN    <= IF_SIGN;
            EX_OP1     <= IF_OP1;
            EX_OP2     <= IF_OP2;
            EX_ALU     <= IF_ALU;
            EX_BS      <= IF_BS;
            EX_MW      <= IF_MW;
            EX_MR      <= IF_MR;
            EX_W_REG   <= IF_W_REG;
            EX_REG_EN  <= IF_REG_EN;
        end
    end
endmodule
### ./config.mk
export PLATFORM = sky130hd
export DESIGN_NAME = IF_EX
export DESIGN_NICKNAME = IF_EX
export VERILOG_FILES = /design/flow/design.v
export SDC_FILE = /design/flow/constraint.sdc
export NUM_CORES = 4
export LEC_CHECK = 1
export CORE_UTILIZATION = 30
### ./run.sh
#!/bin/bash
# OpenROAD 26Q1-2900-gdf79404cd8, Yosys 0.63+post, stock flow scripts
make -C /OpenROAD-flow-scripts/flow DESIGN_CONFIG=/design/flow/config.mk WORK_HOME=/design/flow/orfs finish
### ./constraint.sdc
current_design IF_EX

set clk_period 1.0
set clk_io_pct 0.2

create_clock -name clk0 -period $clk_period [get_ports {CLK}]

set non_clock_inputs [all_inputs -no_clocks]
set_input_delay [expr $clk_period * $clk_io_pct] -clock clk0 $non_clock_inputs
set_output_delay [expr $clk_period * $clk_io_pct] -clock clk0 [all_outputs]
==> impl_metrics.py <==
# Flow results
metrics = {
    "status": {
        "status": "finished with violations",
        "failed_checks": "negative setup slack",
    },
    "timing": {
        "final.setup.worst_slack_ps": -103.6,
        "worstMarginPinSlew_ps": 257.7,
        "hold_violations": 0,
        "maxSlewViolCount": 0,
        "hold_ws_ps": 189.6,
        "fmax_ghz": 0.9061,
        "period_minus_slack_ps": 1104,
        "slew_headroom_pct": 82.82,
        "rsz0062_at_grt": "yes",
        "setup_viol": 150,
        "fin_crit_sh_pct": 110.4,
    },
    "die": {
        "fp-row-count": 40,
        "initCoreUtil_pct": 31.02,
        "die_w_um": 113.9,
        "core_um2": 12110,
        "die_height_um": 113.9,
        "pin_count": 302,
        "die_area_um2": 12980,
    },
    "route": {
        "viasPerCell": 3.829,
        "wl_per_cell_um": 15.83,
        "num_vias": 2546,
        "route.met3.wl_um": 1134,
        "wl_met2_um": 5543,
        "postRouteAntennaNets": 0,
        "routed_wl_um": 10520,
        "m1WireLength_um": 3744,
        "firstDrtPassIters": 3,
        "antenna_cells": 0,
        "drc_errors": 0,
        "top_layer_used": "met4",
        "first_iter_violations": 85,
    },
    "job": {
        "warnings": 28,
        "max_cap_violations": 0,
    },
    "finish": {
        "finalCoreUtilization_pct": 57.91,
        "comb_area_um2": 0,
        "multi_input_comb_cells": 0,
        "final_cell_mix": "151 x clkdlybuf4s50_1, 150 x dfrtp_1, 150 x buf_2",
        "lay_top_count": "clkdlybuf4s50_1",
        "layout-drive-gt1-share_pct": 38.83,
        "area_delta_synth_final_pct": 86.68,
    },
    "placed_design": {
        "dp_hpwl_um": 8157,
        "port_buffers": 301,
        "gp_congestion": 0.7975,
    },
    "critical_path": {
        "startpoint_type": "flip-flop",
        "worstPathRequired_ps": 800,
        "crit_path_end_kind": "output port",
        "crit_type": "flip-flop to output port",
        "arrival_ps": 900,
        "path_cells": "buf_2",
        "cpLargestDelayFamily": "flip-flops",
        "crit_buf_inv": 1,
        "slowest_stage": "dfrtp_1",
        "cp_max_fo": 1,
        "slowest_delay_ps": 390,
    },
    "clock_tree": {
        "cts.sinks": 150,
        "cts_buffers": 17,
        "ctsRootBufferMaster": "clkbuf_16",
        "cts_tree": "done",
        "max-clock-path-buffers": 2,
        "clkTransAtPathRegs_ps": 50,
        "postCtsSetupBuffers": 0,
        "cts_max_level": 4,
    },
    "yosys": {
        "syn_avg_cell_area_um2": 24.88,
        "ys_chip_area_um2": 3757,
        "yosys_cells": 151,
        "syn_inst": 151,
        "synth-warning-count": 1,
        "ys_types": 2,
        "postSynthSeqShare_pct": 99.90,
        "synthesis.area_um2": 3757,
        "ys.flops": 150,
    },
    "global_route": {
        "overflow": 0,
        "grt_pass1_wl_um": 15620,
        "grt.total_usage_pct": 17.29,
        "grt_max_degree": 22,
        "grt_antenna_before_repair": 0,
        "grt_pass1_vias": 2617,
    },
    "power_and_ir_drop": {
        "power_leakage_nw": 3.311,
        "powerDensity_nw_per_um2": 1930,
        "peakVddDrop_v": 0.001207,
    },
    "hold_path": {
        "min_path_type": "input port to async pin",
    },
}
state kept, by name (all words and copies together) (netlist names):
register   count
EX_ADD         5
EX_ALU         5
EX_BS          3
EX_D1         32
EX_D2         32
EX_MR          2
EX_MW          2
EX_OP1         1
EX_OP2         1
EX_PC         32
EX_REG_EN      1
EX_SIGN       32
EX_W_REG       2
final timing paths:
check	start	to	slack [ps]	cells after the start
min in group clk0	IF_SIGN[23]	EX_SIGN[23]$_DFF_PP0_	230	1
hold / removal	RESET	EX_BS[2]$_DFF_PP0_	190	3
max in group asynchronous	RESET	EX_D1[4]$_DFF_PP0_	510	4
setup / recovery	EX_ADD[4]$_DFF_PP0_	EX_ADD[4]	-100	1
power breakdown:
| group | internal, W | total, W | switching [W] |
|---|---|---|---|
| combinational | 0.000778 | 0.00105 | 0.000274 |
| clock | 0.00382 | 0.00604 | 0.00222 |
| sequential | 0.00638 | 0.00644 | 0.0000656 |
| total | 0.0110 | 0.0135 | 0.00256 |
synth_stat cells:
| cell | n | area (um2) |
|---|---|---|
| dfrtp_1 | 150 | 3754 |
| inv_1 | 1 | 3.750 |
kinds of logic after synthesis:
| group | synth area share [%] |
|---|---|
| buffers and inverters | 0.09980 |
| flip-flops | 99.90 |
per-stage QoR:
step	setup TNS [ps]	setup WS [ps]	cell area, um2	instances	total power (W)
after floorplan	-163350	-1089	3761	151	0.006571
after global placement	-75.99	-30.67	7182	633	0.007924
after detailed placement	-53.84	-20.10	7182	633	0.007932
after CTS	-13950	-139.9	7014	665	0.01375
after global routing	-16790	-149.7	7014	665	0.01413
final	-9787	-103.6	7014	665	0.01353
routing by layer:
metal,vias to the layer above,track usage [%]
li1,1135,-
met1,1252,23.13
met2,153,28.70
met3,6,6.876
met4,0,1.905
met5,-,0
layout make-up:
cell class | instances | area, um2
clock buffer | 26 | 519.2
clock inverter | 6 | 63.81
fill | 1016 | 5097
inverter | 1 | 7.507
sequential | 150 | 3754
tap | 168 | 210.2
timing repair buffer | 314 | 2460
what timing repair did:
action,4_1_cts,5_1_grt
hold buffers,0,0
gates resized,471,0
endpoints found under the hold margin,0,0
setup endpoints to repair,150,150
No activity file was given, so power comes from the tool's default toggle rates.
