--- flow/design.v ---
`timescale 1ns/1ps
module ALU (
    input CLK,
    input RESET,
    input [31:0] DATA1,
    input [31:0] DATA2,
    input [4:0] SELECT,        
    output reg [31:0] RESULT
);
    always @(*) begin
        case (SELECT)
            5'b00000: RESULT = DATA2;
            5'b00001: RESULT = DATA1 + DATA2;                 
            5'b00010: RESULT = DATA1 - DATA2;                 
            5'b00011: RESULT = DATA1 << DATA2[4:0];           
            5'b00100: RESULT = ($signed(DATA1) < $signed(DATA2)) ? 1 : 0;   
            5'b00101: RESULT = (DATA1 < DATA2) ? 1 : 0;       
            5'b00110: RESULT = DATA1 ^ DATA2;                 
            5'b00111: RESULT = DATA1 >> DATA2[4:0];           
            5'b01000: RESULT = $signed(DATA1) >>> DATA2[4:0]; 
            5'b01001: RESULT = DATA1 | DATA2;                 
            5'b01010: RESULT = DATA1 & DATA2;                 
            5'b01011: RESULT = DATA1 * DATA2;                 
            5'b01100: RESULT = ($signed(DATA1) * $signed(DATA2)) >>> 32;  
            5'b01101: RESULT = ($signed(DATA1) * DATA2) >>> 32;  
            5'b01110: RESULT = (DATA1 * DATA2) >> 32;         
            5'b01111: RESULT = (DATA2 != 0) ? ($signed(DATA1) / $signed(DATA2)) : 0;  
            5'b10000: RESULT = (DATA2 != 0) ? (DATA1 / DATA2) : 0;           
            5'b10001: RESULT = (DATA2 != 0) ? ($signed(DATA1) % $signed(DATA2)) : 0;  
            5'b10010: RESULT = (DATA2 != 0) ? (DATA1 % DATA2) : 0;           
            default: RESULT = 32'b0;  
        endcase
    end
endmodule
--- flow/run.sh ---
#!/bin/bash
# OpenROAD 26Q1-2900-gdf79404cd8, Yosys 0.63+post, stock flow scripts
make -C /OpenROAD-flow-scripts/flow DESIGN_CONFIG=/design/flow/config.mk WORK_HOME=/design/flow/orfs finish
--- flow/config.mk ---
export PLATFORM = sky130hd
export DESIGN_NAME = ALU
export DESIGN_NICKNAME = ALU
export VERILOG_FILES = /design/flow/design.v
export SDC_FILE = /design/flow/constraint.sdc
export NUM_CORES = 4
export LEC_CHECK = 1
export CORE_UTILIZATION = 50
--- flow/constraint.sdc ---
current_design ALU

set clk_period 343.4
set clk_io_pct 0.2

create_clock -name clk0 -period $clk_period

set non_clock_inputs [all_inputs -no_clocks]
set_input_delay [expr $clk_period * $clk_io_pct] -clock clk0 $non_clock_inputs
set_output_delay [expr $clk_period * $clk_io_pct] -clock clk0 [all_outputs]
==> run notes <==
yosys + openroad results -> fp_density=between 50 and 60%, status=finished, final reports clean, NetSw=between 500 and 600 µW, drt first pass iters=6, Worst path top cell family by delay=AND-OR/OR-AND gates, RSZ-0062 raised after global routing=no, setup TNS=0 ps, Flop area=0 µm², Resized Gates After CTS=0, Syn. warnings=1, Seq share, synth=0%, drt first-iter violations=approximately 9200, relative slew slack=27.3%, Congestion Overflow GR=0, Syn Area/Cell=around 7.0 µm², pin count of the biggest net entering global routing=78, Req. time, crit path=about 270000 ps, critical path class=primary input to output pin, Final period util=between 70% and 80%, Final Critical Period=approximately 240000 ps, Critical Path AT=about 170000 ps, Final ANT Viol Nets=0, Max-cap violations=0, Core ar.=roughly 0.19 mm², Post-Syn Instances=13500, initial antenna violation count=38, first-pass GRT wire length=627000 µm, slowest CP cell=o21ai_0, Final Hold Viols=0, Final setup violation count=0, FMAX=0.00416 GHz, Area growth, synth to finish=6.12%, share of layout cells above drive strength 1=6.55%, Core Util, Final=53.3%, pwr dens=8.91 mW/mm², total power after layout=891 µW, gr usage total=roughly 45%, routed vias/inst=~6.5, Die X=436 µm, Int Pwr=around 340 µW, Row Count=approximately 160, synthesized area=0.0943 mm², crit path max fanout=roughly 41, I/O pins=roughly 100, Vias=roughly 100k, Unique masters post-synth=about 120, DP HPWL=344000 µm, hold_sp=SELECT[4], DR DRC count=0, WP buf/inv=~45, Hold Path End=RESULT[11], Pins Over Slew Limit=0, Hold Crit Class=primary input to output pin, Setup Fix Bufs, Post-CTS=0, commonest cells after routing, fill and taps aside=1540 x nand2_1, 1434 x ha_1, 1395 x nor2_1, Die H=approximately 440 µm, routed length per instance=around 27 µm, Commonest Layout Cell=nand2_1, Flops=0, Yosys Instances=~13000, Peak VDD IR=0.0582 mV, I/O Buffers=about 100, Startpoint Class=primary input, sw frac=between 60% and 70%, CP endpoint kind=output pin, Final GP Congestion=1.12, most used cell, CP=ha_1, # clk buffers=0, total die area=0.190 mm², Least-Margin Pin Slew=between 1000 and 1500 ps, Leak=between 40 and 50 nW, worst hold path cell count=6, vias in the first global route=97900, Post-CTS Hold Buffers=0, CP peak stage delay=just over 800 ps, yosys stat area=roughly 0.094 mm², Total Wirelength=425000 µm, tool warnings=approximately 100
[metal layers]
layer  up-vias  part of all wire [%]  track usage, %
li1      48200                     -               -
met1     48600                    39            57.4
met2      5148                    42            67.1
met3      1291                    10            12.2
met4        24                   8.1            28.4
met5         -                 0.043           0.353
[power by group through the flow]
stage / combinational (mW) / sequential [mW] / clock, mW
CTS: 0.875 / 0 / 0
global route: 0.968 / 0 / 0.00000000439
[synth_stat cells (234+ instances only)]
master,instances,area (µm²)
a21o_1,356,2670
a21oi_1,1028,5140
clkbuf_1,389,1460
fa_1,561,11200
ha_1,1434,17900
inv_1,1059,3980
nand2_1,1540,5780
nand3_1,281,1410
nor2_1,1406,5280
nor3_1,381,1910
o21a_1,234,1760
o21ai_0,724,3620
xnor2_1,672,5890
xor2_1,328,2870
[how the worst max path moves through the flow]
stage	cells past startpoint	start	slack, ps	endpoint
CTS	350	DATA2[10]	106490	RESULT[30]
global route	355	DATA2[0]	98040	RESULT[30]
finish	355	DATA2[0]	103000	RESULT[30]
[stage by stage]
step	area, µm²	std cells	hold slack [ps]	setup WS (ps)
finish	100000	16000	139250	103000
floorplan	94300	13500	137690	121190
global route	100000	16000	139240	98040
CTS	100000	16000	139170	106490
global placement	100000	16000	139170	106980
detailed placement	100000	16000	139170	106900
[area by class of cell]
class | instances | area, µm²
well taps | 2495 | 3120
multi-input cells | 11800 | 88700
fillers | 17800 | 87500
repair buffers | 526 | 4130
diodes | 25 | 62.6
inverters | 1084 | 4070
[cell families (layout without fill, tap and decap cells)]
family / after synthesis / after routing / share of synthesized area [%]
simple gates: 4736 / 4736 / 23.2
compound gates: 3798 / 3798 / 26.5
fa+ha+maj: 1995 / 1995 / 30.9
buf+inv: 1610 / 1610 / 6.47
xor+xnor: 1000 / 1000 / 9.29
mux: 316 / 316 / 3.59
other cells: 2 / 29 / 0.00796
Power and IR drop assume default switching activity.
